## ./run.sh

```bash
#!/bin/bash
# OpenROAD 26Q1-2900-gdf79404cd8, Yosys 0.63+post, stock flow scripts
make -C /OpenROAD-flow-scripts/flow DESIGN_CONFIG=/design/flow/config.mk WORK_HOME=/design/flow/orfs finish
```

## ./config.mk

```make
export PLATFORM = sky130hd
export DESIGN_NAME = fifo
export DESIGN_NICKNAME = fifo
export VERILOG_FILES = /design/flow/design.v
export SDC_FILE = /design/flow/constraint.sdc
export NUM_CORES = 4
export LEC_CHECK = 1
export CORE_UTILIZATION = 40
```

## ./constraint.sdc

```tcl
current_design fifo

set clk_period 5.3
set clk_io_pct 0.2

create_clock -name clk0 -period $clk_period [get_ports {clk}]

set non_clock_inputs [all_inputs -no_clocks]
set_input_delay [expr $clk_period * $clk_io_pct] -clock clk0 $non_clock_inputs
set_output_delay [expr $clk_period * $clk_io_pct] -clock clk0 [all_outputs]
```

## ./design.v

```verilog
`timescale 1ns / 1ps
module fifo #(
    parameter DATA_WIDTH = 16,
    parameter DEPTH = 64, 
    parameter ALMOST_FULL_THRESH = 56,
    parameter ALMOST_EMPTY_THRESH = 8
)(
    input                   clk,
    input                   rst_n,        
    input                   wr_en,
    input  [DATA_WIDTH-1:0] wr_data,
    input                   rd_en,
    output reg [DATA_WIDTH-1:0] rd_data,
    output                  full,
    output                  empty,
    output                  almost_full,
    output                  almost_empty,
    output                  overflow_err,
    output                  underflow_err,
    output [DATA_WIDTH-1:0] fifo_count
);
    function integer clog2;
        input integer value;
        integer i;
        begin
            clog2 = 0;
            for (i = value-1; i > 0; i = i >> 1)
                clog2 = clog2 + 1;
        end
    endfunction
    localparam ADDR_WIDTH = clog2(DEPTH);
    reg [DATA_WIDTH-1:0] mem [0:DEPTH-1];
    reg [ADDR_WIDTH-1:0] write_pointer;    
    reg [ADDR_WIDTH-1:0] read_pointer;     
    reg [clog2(DEPTH+1)-1:0] count;        
    reg overflow_flag, underflow_flag;
    assign full         = (count == DEPTH);
    assign empty        = (count == 0);
    assign almost_full  = (count >= ALMOST_FULL_THRESH);
    assign almost_empty = (count <= ALMOST_EMPTY_THRESH);
    assign overflow_err = overflow_flag;
    assign underflow_err= underflow_flag;
    assign fifo_count   = count;
    always @(posedge clk or negedge rst_n) begin
        if (!rst_n) begin
            write_pointer <= 0;
        end else if (wr_en) begin
            if (!full) begin
                mem[write_pointer] <= wr_data;
                write_pointer <= write_pointer + 1'b1;
            end else begin
                overflow_flag <= 1'b1;
            end
        end
    end
    always @(posedge clk or negedge rst_n) begin
        if (!rst_n) begin
            read_pointer <= 0;
            rd_data <= 0;
        end else if (rd_en) begin
            if (!empty) begin
                rd_data <= mem[read_pointer];
                read_pointer <= read_pointer + 1'b1;
            end else begin
                underflow_flag <= 1'b1;
            end
        end
    end
    always @(posedge clk or negedge rst_n) begin
        if (!rst_n) begin
            count <= 0;
        end else begin
            case ({wr_en && !full, rd_en && !empty})
                2'b10: count <= count + 1'b1; 
                2'b01: count <= count - 1'b1;
                default: count <= count;      
            endcase
        end
    end
    always @(posedge clk or negedge rst_n) begin
        if (!rst_n) begin
            overflow_flag  <= 1'b0;
            underflow_flag <= 1'b0;
        end else begin
            if (overflow_flag && rd_en && !empty)
                overflow_flag <= 1'b0;
            if (underflow_flag && wr_en && !full)
                underflow_flag <= 1'b0;
        end
    end
endmodule
```

==> reports/qor.csv <==
stage,metric,value,unit
outcome,status,completed,
finish,area_delta_synth_final,14.5,%
grt,grt_max_degree,65,
final_timing,fin_skew,0.0208,ns
synth,edf_count,1024,
final_timing,fmax,0.244,GHz
final_timing,slew_viol_final,0,
pwr,p_seq_frac,0.451,
setup_path,cp.required,5.90,ns
grt,grt_pass1_wl,181000,um
synth,synth_area,40100,um^2
synth,synth-async-reset-ratio,0.0331,
setup_path,crit_path_max_fanout,32,
final_timing,rsz0062_at_grt,false,
clock_tree,cts_tree,yes,
setup_path,start_kind,flop,
synth,ys_seq_share,0.788,
synth,ff_type,edfxtp_1,
synth,ys_types,75,
die,die_y,319,um
place,hpwlAfterDp,82700,um
setup_path,cp-end-kind,flop,
routing,via_count,23700,
setup_path,path_class,flop to flop,
routing,drtPass1Iterations,6,
synth,yosysChipArea,40100,um^2
clock_tree,cts-buffers-inserted,105,
setup_path,rr_startpoint,read_pointer[0]$_DFFE_PN0P_,
die,rows,115,
clock_tree,cts_setup_buffers,0,
grt,grt_overflow_total,0,
grt,grt.total_usage,0.277,
clock_tree,cts_resized,0,
place,place_inst,3675,
die,ios,58,
final_timing,setup_tns,0,ns
routing,viasPerCell,6.12,
finish,final-instance-count-excl-fill,3875,
job,max-cap-violations,0,
finish,drive_gt1_frac,0.133,
routing,totalWireLength,128000,um
final_timing,worst_pin_slew,1.22,ns
synth,ys_warn_count,4,
pwr,sw_frac_of_total,0.308,
pwr,intPower,15.1,mW
synth,synth.area.top_cells,"edfxtp_1 77%, a22oi_1 4.7%, dfrtp_1 2.2%, nor2_1 1.4%, a22o_1 1.1%",
setup_path,reg2regPathDepth,11,
grt,antenna_found_initial,2,
pwr,switchingPower,6.72,mW
synth,yosys_cells,2330,
synth,netlist_instances,2330,
die,fp.dieW,319,um
clock_tree,clock_tree.root_cell,clkbuf_16,
clock_tree,clk_pin_slew,0.06,ns
job,openroad.warnings,32,
pwr,leakagePower,14.7,nW
setup_path,crit_end,rd_data[7]$_DFFE_PN0P_,
synth,top_area_frac,0.767,
setup_path,reg2reg_to,rd_data[7]$_DFFE_PN0P_,
place,routabilityCongestion,1.04,
final_timing,period_used_share,0.772,
pwr,combPwrFrac,0.217,
die,initCoreUtil,0.406,
clock_tree,postCtsHoldBufs,0,
place,port_buffers,46,
clock_tree,cts-htree-levels,3,
final_timing,finalHoldViolCount,0,
worst_hold_path,min_path_type,flop to flop,
finish,lay_top_count,edfxtp_1,
synth,ys.flops,1059,
routing,wire_per_inst,33.1,um
setup_path,arrival,4.69,ns
pwr,ir_worst_vdd,0.275,mV
final_timing,min_period,4.09,ns
routing,drt-initial-drc-count,1988,
setup_path,cp-startpoint,read_pointer[0]$_DFFE_PN0P_,
die,core_area,98900,um^2
final_timing,setup-violations-final,0,
clock_tree,clock-sinks,1059,
synth,yosysTopAreaCell,edfxtp_1,
finish,layout_top_cells,"1024 x edfxtp_1, 253 x a22oi_1, 154 x buf_4",
routing,postRouteAntennaNets,0,
grt,grt_pass1_vias,24900,
pwr,p_per_area,475,nW/um^2
routing,drc,0,
clock_tree,cts_max_path_buffers,3,
final_timing,slew_headroom,0.181,
clock_tree,clkLatencyLatePin,0.69,ns
pwr,clock_power_share,0.332,
die,die_area,102000,um^2
setup_path,r2r_setup_slack,1.21,ns
synth,syn_area_per_cell,17.2,um^2
-- per-stage QoR --
| stage | utilization | worst slack [ns] | area (um^2) | hold WS, ns | total power [mW] |
|---|---|---|---|---|---|
| after floorplan | - | 2.04 | 40100 | 0.450 | 12.4 |
| after global placement | 0.431 | 1.24 | 42600 | 0.471 | 14.6 |
| after detailed placement | 0.431 | 1.14 | 42600 | 0.484 | 14.6 |
| after CTS | 0.465 | 1.33 | 45900 | 0.497 | 21.8 |
| after global routing | 0.465 | 1.06 | 45900 | 0.533 | 22.5 |
| final | 0.465 | 1.21 | 45900 | 0.493 | 21.8 |
-- cell type report --
class | instances | area (um^2)
Clock inverter | 52 | 498
Multi-Input combinational cell | 1113 | 7730
Clock buffer | 146 | 2850
Antenna cell | 2 | 5.00
Timing Repair Buffer | 201 | 1550
Inverter | 15 | 56.3
Sequential cell | 1059 | 31600
Tap cell | 1287 | 1610
Fill cell | 8038 | 52900
-- routing by layer --
| metal | up-vias | share of wire | track usage |
|---|---|---|---|
| li1 | 9963 | - | - |
| met1 | 11600 | 0.33 | 0.328 |
| met2 | 1805 | 0.43 | 0.377 |
| met3 | 298 | 0.18 | 0.223 |
| met4 | 19 | 0.049 | 0.103 |
| met5 | - | 0.0063 | 0.0643 |
-- Yosys cell counts (all sizes together) (38+ instances only) --
| master | count |
|---|---|
| edfxtp | 1024 |
| a22oi | 253 |
| nor2 | 151 |
| clkbuf | 81 |
| nand2 | 81 |
| buf | 71 |
| nand4 | 58 |
| a22o | 51 |
| a221oi | 44 |
| mux2i | 41 |
| a32oi | 40 |
| a32o | 38 |
-- logic make-up after synthesis --
kind of cell,after synthesis,synth area share
buffers and inverters,167,0.0203
flip-flops,1059,0.788
multiplexers,46,0.0116
XOR/XNOR,18,0.00427
AND-OR/OR-AND,589,0.115
AND/OR/NAND/NOR,434,0.0549
other,2,0.000187
adder cells (fa/ha/maj),15,0.00487
-- power by group through the flow --
stage	clock [mW]	sequential [mW]	combinational [mW]
finish	7.24	9.84	4.75
global route	7.64	9.87	4.97
CTS	7.33	9.84	4.63
-- registers in the layout (all words and copies together) (netlist names) --
signal         count
write_pointer      6
read_pointer       6
mem             1024
count              7
rd_data           16
-- critical path: stages (launching register included) --
cell,delay [ns]
dfrtp_1,0.42
inv_1,0.14
ha_2,0.71
buf_4,0.39
nand3b_1,0.18
nor2_1,0.89
buf_4,0.35
a21oi_1,0.13
nand4_1,0.17
or4_1,0.34
nor4_1,0.10
o22ai_1,0.18
-- worst min path at each step --
stage	from	endpoint	slack, ns	cells past startpoint
4_1_cts	mem[0][0]$_DFFE_PP_	rd_data[0]$_DFFE_PN0P_	0.50	2
5_1_grt	mem[0][13]$_DFFE_PP_	rd_data[13]$_DFFE_PN0P_	0.53	2
6_report	mem[0][0]$_DFFE_PP_	rd_data[0]$_DFFE_PN0P_	0.49	2
Power figures rest on the tool's default switching activity, not on a simulated workload.
